**./config.mk**
```make
export PLATFORM = sky130hd
export DESIGN_NAME = mixed_column_block
export DESIGN_NICKNAME = mixed_column_block
export VERILOG_FILES = /design/flow/design.v
export SDC_FILE = /design/flow/constraint.sdc
export NUM_CORES = 4
export LEC_CHECK = 1
export CORE_UTILIZATION = 40
export SYNTH_HDL_FRONTEND = slang
```
**./constraint.sdc**
```tcl
current_design mixed_column_block

set clk_period 15.7
set clk_io_pct 0.2

create_clock -name clk0 -period $clk_period

set non_clock_inputs [all_inputs -no_clocks]
set_input_delay [expr $clk_period * $clk_io_pct] -clock clk0 $non_clock_inputs
set_output_delay [expr $clk_period * $clk_io_pct] -clock clk0 [all_outputs]
```
**./design.v**
```verilog
module mixed_column_block (
    input  logic [3:0][3:0][7:0] input2mixedcolumn,
    input  logic [3:0][3:0][7:0] rotate_matrix,
    output logic [3:0][3:0][7:0] outputmixedcolumn
);
    logic [7:0] temp[3:0][3:0][3:0];
    genvar i, j, k;
    generate
         for (i = 0; i < 4; i++) begin         
            for (j = 0; j < 4; j++) begin 
                for (k = 0; k < 4; k++) begin 
                    gf2m_multiplier mult_inst (
                        .a(input2mixedcolumn[k][j]),
                        .b(rotate_matrix[i][k]),
                        .product(temp[i][j][k])
                    );
                end
            end
        end
    endgenerate
    always_comb begin
        for (int i = 0; i < 4; i++) begin
            for (int j = 0; j < 4; j++) begin
                outputmixedcolumn[i][j] = 8'b0; 
                for (int k = 0; k < 4; k++) begin
                  outputmixedcolumn[i][j] = outputmixedcolumn[i][j]^temp[i][j][k];
                end
            end
        end
    end
endmodule
module gf2m_multiplier (
    input  logic [7:0] a,
    input  logic [7:0] b,
    output logic [7:0] product
);
    logic [15:0] temp;
    logic [7:0] irreducible_poly = 8'b10001_1011;
    always_comb begin
        case (b)
            8'h01: product = a;
            8'h02: begin
                      temp = a << 1;
                      product = (temp[15:8]) ? temp[7:0] ^ irreducible_poly : temp[7:0];
                   end
            8'h03: begin
                      temp = a << 1;
                      if(temp[15:8]) temp = a ^ (temp[7:0] ^ irreducible_poly);
                      else temp = temp[7:0] ^ a;
                      product = temp[7:0];
                  end
            default: product = 8'h00;
        endcase
    end
endmodule
```
**./run.sh**
```bash
#!/bin/bash
# OpenROAD 26Q1-2900-gdf79404cd8, Yosys 0.63+post, stock flow scripts
make -C /OpenROAD-flow-scripts/flow DESIGN_CONFIG=/design/flow/config.mk WORK_HOME=/design/flow/orfs finish
```
==> results_tabular.tex <==
% Auto-generated results table
\begin{tabular}{lr}
\hline
Metric & Value \\
\hline
\multicolumn{2}{l}{\textbf{Detailed routing}} \\
Ratio of routed vias to standard cells & 5.42 \\
1st-pass router iterations & 6 \\
DR WL met2 & 33300 µm \\
Highest metal layer with signal wires & met4 \\
Via Count & 18600 \\
Routed wl met3 & 10600 µm \\
Drt wl/cell & 23.2 µm \\
DRT met1 WL & 34000 µm \\
DRC violation count after routing & 0 \\
Violation count after the first detailed-routing iteration & 2251 \\
Final ANT Viol Nets & 0 \\
Wire length after detailed routing & 79600 µm \\
\multicolumn{2}{l}{\textbf{STA}} \\
Highest achievable clock rate & 0.103 GHz \\
Final critical path time including I/O delays and setup & 9740 ps \\
Final clock period utilization by the worst path & 62.0\% \\
Hold violation total from the final report & 0 \\
Max-Slew Margin vs Limit & 26.8\% \\
Max Slew Vio Count & 0 \\
Unrepaired setup endpoints after global routing & no \\
Sum of negative setup slack & 0 ps \\
Final critical-path setup slack & 5960 ps \\
Setup violations, final & 0 \\
Minimum hold slack & 7660 ps \\
Slew of the pin with the lowest slew margin & 1100 ps \\
\multicolumn{2}{l}{\textbf{Critical path}} \\
CP Launch Type & input pin \\
Maximum net fanout on the critical path & 15 \\
Arr. time, crit path & 6600 ps \\
Data required time at the worst endpoint & 12560 ps \\
WS Path Type & in2out \\
Endpoint type of the worst setup path & output port \\
\multicolumn{2}{l}{\textbf{Yosys}} \\
Synthesized area per cell & 5.78 µm² \\
Instance count of the mapped netlist & 2727 \\
Biggest combinational cell group after synthesis & XOR/XNOR gates \\
Area reported by Yosys stat & 15800 µm² \\
Post-Synth XOR/XNOR Area & 43.5\% \\
Distinct cells, synth & 24 \\
Mux contribution to synthesized area & 0\% \\
Post-synthesis instance area & 15800 µm² \\
Yosys warning total & 0 \\
Complex-gate fraction of the synthesized area & 11.9\% \\
Sequential element share of the synthesized area & 0\% \\
Total cells reported by yosys after synthesis & 2727 \\
Yosys simple share & 37.2\% \\
Share of synthesized cell area in full adder, half adder and majority cells & 0\% \\
\multicolumn{2}{l}{\textbf{Finish}} \\
Non-filler cells, final & 3432 \\
Area added between synthesis and finish & 23.9\% \\
Commonest non-fill, non-tap cells in the layout & 1133 x sky130\_fd\_sc\_hd\_\_nand2\_1, 417 x sky130\_fd\_sc\_hd\_\_xor2\_1, 384 x sky130\_fd\_sc\_hd\_\_clkdlybuf4s50\_1 \\
Combined flip-flop and latch cell area & 0 µm² \\
Most common cell after layout, fill and taps aside & sky130\_fd\_sc\_hd\_\_nand2\_1 \\
Clock buffer instance count of the final layout & 0 \\
Total non-filler cell area in the finished layout & 19500 µm² \\
Flop Count & 0 \\
Proportion of layout cells with a drive suffix above 1 & 2.71\% \\
\multicolumn{2}{l}{\textbf{Global route}} \\
Total GRT Usage & 39.2\% \\
First-pass GRT wire length & 115000 µm \\
Total congestion overflow after global routing & 0 \\
Pin count of the biggest net entering global routing & 45 \\
Initial antenna violation count & 1 \\
Vias in the first global route & 16100 \\
\multicolumn{2}{l}{\textbf{Run}} \\
Max-cap violations & 0 \\
Number of OpenROAD warnings & 32 \\
\multicolumn{2}{l}{\textbf{Place}} \\
Number of port buffers & 384 \\
Post-placement worst setup slack & 6030 ps \\
RD Place Congestion & 1.03 \\
Placed cells & 3431 \\
Total cell area at the placement stage & 19500 µm² \\
Placed wire-length estimate after detailed placement & 57700 µm \\
\multicolumn{2}{l}{\textbf{Floorplan}} \\
Standard-cell row count & 72 \\
Area of the core & 38700 µm² \\
Die width & 201 µm \\
Die area & 40200 µm² \\
Die H & 201 µm \\
Starting density of the core & 40.7\% \\
Top-Level Pins & 384 \\
\multicolumn{2}{l}{\textbf{Clock network}} \\
Number of buffers added to fix hold violations after cts & 0 \\
Cts repair resizes & 0 \\
Number of setup buffers added after CTS & 0 \\
\multicolumn{2}{l}{\textbf{Pwr}} \\
Internal power & 0.170 mW \\
Maximum VDD drop & 0.0258 mV \\
Proportion of power drawn by the clock network & 0\% \\
PwrDens & 21.4 nW/µm² \\
Leakage power & 7.86 nW \\
Net Switching & 0.249 mW \\
Part of the power in registers & 0\% \\
Fraction of power spent switching nets & 59.4\% \\
Combinational group share of total power & 100.0\% \\
\multicolumn{2}{l}{\textbf{Status}} \\
Result of the run & finished clean \\
\multicolumn{2}{l}{\textbf{Hold path}} \\
Kind of path behind the tightest hold check & in2out \\
\hline
\end{tabular}
==> layout make-up <==
cell class	count	area [µm²]
antenna	1	2.50
timing repair buffer	435	4230
fill	3877	19200
tap	518	648
multi-input combinational	2478	14700
==> worst max-delay path: stages <==
cell and delay, ps:
sky130_fd_sc_hd__clkdlybuf4s50_1 400, sky130_fd_sc_hd__nor4_1 330, sky130_fd_sc_hd__and2_0 900, sky130_fd_sc_hd__o21ai_0 260, sky130_fd_sc_hd__xnor2_1 590, sky130_fd_sc_hd__xnor3_1 500
sky130_fd_sc_hd__clkdlybuf4s50_1 460
==> power by group through the flow <==
stage                 Sequential (mW)  Combinational, mW      Clock, mW
after CTS                           0              0.411              0
after global routing                0              0.451  0.00000000852
final                               0              0.419  0.00000000852
==> cells by family (layout without fill, tap and decap cells) <==
family	after synthesis	in the layout
compound gates	368	368
xor+xnor	722	722
buf+inv	249	435
other cells	0	1
simple gates	1388	1388
==> through the flow <==
step / power (mW) / utilization (%)
global route: 0.451 / 50.4
finish: 0.419 / 50.4
floorplan: 0.246 / -
detailed placement: 0.409 / 50.4
global placement: 0.404 / 50.4
CTS: 0.411 / 50.4
==> layer usage <==
metal  vias to the layer above  GRT usage (%)
met4                         0           6.95
met5                         -              0
met3                        77           10.5
met1                      8387           57.8
met2                      1170           57.8
li1                       8979              -
==> cells in the mapped netlist <==
cell,n,share of area (%)
sky130_fd_sc_hd__clkbuf_2,38,1.2
sky130_fd_sc_hd__clkbuf_1,128,3.0
sky130_fd_sc_hd__o21ai_1,11,0.35
sky130_fd_sc_hd__buf_6,7,0.50
sky130_fd_sc_hd__and2_0,1,0.040
sky130_fd_sc_hd__buf_2,32,1.0
sky130_fd_sc_hd__nand2_1,1133,27
sky130_fd_sc_hd__o21ai_2,9,0.50
sky130_fd_sc_hd__xnor2_1,266,15
sky130_fd_sc_hd__o21ai_0,164,5.2
sky130_fd_sc_hd__nor2_1,39,0.93
sky130_fd_sc_hd__xnor3_1,38,5.4
sky130_fd_sc_hd__a21oi_1,184,5.8
sky130_fd_sc_hd__xor2_2,1,0.10
sky130_fd_sc_hd__nor3_2,10,0.63
sky130_fd_sc_hd__or4_4,4,0.29
sky130_fd_sc_hd__nor4_1,2,0.079
sky130_fd_sc_hd__buf_4,27,1.3
sky130_fd_sc_hd__and3_1,184,7.3
sky130_fd_sc_hd__nor3_4,4,0.41
sky130_fd_sc_hd__buf_1,17,0.40
sky130_fd_sc_hd__xor2_1,417,23
sky130_fd_sc_hd__and2_1,1,0.040
sky130_fd_sc_hd__or4_1,10,0.48
==> path summary, 6_finish.rpt <==
kind,startpoint,end,slack [ps],cells after the start
max,rotate_matrix[51],outputmixedcolumn[52],5960,7
min,input2mixedcolumn[106],outputmixedcolumn[74],7660,7
Power is estimated from default activity; no workload was simulated.
