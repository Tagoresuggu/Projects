==> flow/design.v <==
module sequential_mix_invmix(
  input bit clk,control,reset, input logic[7:0]A,B,C,D, output logic[7:0]P,Q,R,S 
);
   logic [7:0]Ain,Bin,Cin,Din,Pout,Qout,Rout,Sout;
  logic controlin;
  mixColumns_Invmixcolumns DUT (.A(Ain), .P(Pout), .B(Bin), .C(Cin), .D(Din), .Q(Qout), .R(Rout), .S(Sout), .control(controlin));
  always_ff@(posedge clk or negedge reset)
    begin
      if(!reset) 
        begin
       		Ain <= '0;
      	 	Bin <= '0;
       		Cin <= '0;
       		Din <= '0;
       		controlin <= '0;
      end
      else 
        begin
       		Ain <= A;
       		Bin <= B;
       		Cin <= C;
       		Din <= D;
       		controlin <= control;
        end
    end
  always_ff@(posedge clk or negedge reset)
    begin
      if(!reset)
        begin
     		 P <= '0;
      		 Q <= '0;
      		 R <= '0;
      		 S <= '0;
    	end
     else 
       begin
      		P <= Pout;
      		Q <= Qout;
      		R <= Rout;
      		S <= Sout;
       end
  end
endmodule
module mixColumns_Invmixcolumns (
  input [7:0]A,B,C,D,
  input logic control,
  input bit clk,
  output [7:0]P,Q,R,S
);
  column_1 mulby2311(.A(A),.B(B), .C(C), .D(D), .P(P), .control(control));
  column_2 mulby1231(.A(A),.B(B), .C(C), .D(D), .Q(Q), .control(control));
  column_3 mulby1123(.A(A),.B(B), .C(C), .D(D), .R(R), .control(control));
  column_4 mulby3112(.A(A),.B(B), .C(C), .D(D), .S(S), .control(control));
endmodule
module column_1(input logic [7:0]A,B,C,D, input logic control, output logic [7:0]P);
  logic [7:0]temp_P1,temp_P2,temp1,temp2,temp3,temp4;
  assign temp_P1 = {A[6],A[5],A[4],(A[3]^A[7]),(A[2]^A[7]),A[1],(A[0]^A[7]),A[7]};  
  assign temp_P2 = {(B[6]^B[7]),            
                    (B[5]^B[6]), 
                    (B[4]^B[5]), 
                    (B[3]^B[7]^B[4]), 
                    (B[2]^B[7]^B[3]), 
                    (B[1]^B[2]),
                    (B[0]^B[7]^B[1]),
                    (B[7]^B[0]) };           
 assign temp1 =  {(A[6]^A[5]^A[4]),       
                  (A[3]^A[4]^A[5]^A[7]),
                  (A[2]^A[3]^A[4]^A[6]),
                  (A[1]^A[2]^A[3]^A[5]),
                  (A[0]^A[1]^A[2]^A[5]^A[6]),
                  (A[0]^A[1]^A[6]),
                  (A[0]^A[5]),
                  (A[5]^A[6]^A[7]) };     
  assign temp2 = {(B[4]^B[6]^B[7]),                  
                  (B[3]^B[5]^B[6]^B[7]),
                  (B[2]^B[4]^B[5]^B[6]^B[7]),
                  (B[1]^B[3]^B[4]^B[5]^B[6]^B[7]),
                  (B[0]^B[2]^B[3]^B[5]),
                  (B[1]^B[2]^B[6]^B[7]),
                  (B[0]^B[1]^B[5]^B[6]^B[7]),
                  (B[0]^B[5]^B[7]) };                
  assign temp3 = {(C[4]^C[5]^C[7]),                   
                  (C[3]^C[4]^C[6]^C[7]),
                  (C[2]^C[3]^C[5]^C[6]),
                  (C[1]^C[2]^C[4]^C[5]^C[7]),
                  (C[0]^C[1]^C[3]^C[5]^C[6]^C[7]),
                  (C[0]^C[2]^C[6]),
                  (C[1]^C[5]^C[7]),
                  (C[0]^C[5]^C[6]) };                 
  assign temp4 = {(D[4]^D[7]),                           
                  (D[3]^D[6]^D[7]),
                  (D[2]^D[5]^D[6]^D[7]),
                  (D[1]^D[4]^D[5]^D[6]),
                  (D[0]^D[3]^D[5]^D[7]),
                  (D[2]^D[6]^D[7]),
                  (D[1]^D[5]^D[6]),
                  (D[0]^D[5]) };                        
  assign P = control?(C^temp_P2^temp_P1^D):(temp1^temp2^temp3^temp4); 
endmodule
module column_2(input logic [7:0]A,B,C,D, input logic control, output logic [7:0]Q);
  logic [7:0]temp_P1,temp_P2,temp1,temp2,temp3,temp4;
  assign temp_P1 = {B[6],B[5],B[4],(B[3]^B[7]),(B[2]^B[7]),B[1],(B[0]^B[7]),B[7]};  
  assign temp_P2 = {(C[6]^C[7]),                        
                    (C[5]^C[6]), 
                    (C[4]^C[5]), 
                    (C[3]^C[7]^C[4]), 
                    (C[2]^C[7]^C[3]), 
                    (C[1]^C[2]),
                    (C[0]^C[7]^C[1]),
                    (C[7]^C[0]) };                      
  assign temp1 = {(B[6]^B[5]^B[4]),                     
                  (B[3]^B[4]^B[5]^B[7]),
                  (B[2]^B[3]^B[4]^B[6]),
                  (B[1]^B[2]^B[3]^B[5]),
                  (B[0]^B[1]^B[2]^B[5]^B[6]),
                  (B[0]^B[1]^B[6]),
                  (B[0]^B[5]),
                  (B[5]^B[6]^B[7]) };                   
  assign temp2 = {(C[4]^C[6]^C[7]),                      
                  (C[3]^C[5]^C[6]^C[7]),
                  (C[2]^C[4]^C[5]^C[6]^C[7]),
                  (C[1]^C[3]^C[4]^C[5]^C[6]^C[7]),
                  (C[0]^C[2]^C[3]^C[5]),
                  (C[1]^C[2]^C[6]^C[7]),
                  (C[0]^C[1]^C[5]^C[6]^C[7]),
                  (C[0]^C[5]^C[7]) };                     
  assign temp3 = {(D[4]^D[5]^D[7]),                        
                  (D[3]^D[4]^D[6]^D[7]),
                  (D[2]^D[3]^D[5]^D[6]),
                  (D[1]^D[2]^D[4]^D[5]^D[7]),
                  (D[0]^D[1]^D[3]^D[5]^D[6]^D[7]),
                  (D[0]^D[2]^D[6]),
                  (D[1]^D[5]^D[7]),
                  (D[0]^D[5]^D[6]) };                     
  assign temp4 = {(A[4]^A[7]),                              
                  (A[3]^A[6]^A[7]),
                  (A[2]^A[5]^A[6]^A[7]),
                  (A[1]^A[4]^A[5]^A[6]),
                  (A[0]^A[3]^A[5]^A[7]),
                  (A[2]^A[6]^A[7]),
                  (A[1]^A[5]^A[6]),
                  (A[0]^A[5]) };                             
  assign Q = control?(A^temp_P2^temp_P1^D):(temp1^temp2^temp3^temp4); 
endmodule
module column_3(input logic [7:0]A,B,C,D, input logic control,output logic [7:0]R);
  logic [7:0]temp_P1,temp_P2,temp1,temp2,temp3,temp4;
  assign temp_P1 = {C[6],C[5],C[4],(C[3]^C[7]),(C[2]^C[7]),C[1],(C[0]^C[7]),C[7]};  
  assign temp_P2 = {(D[6]^D[7]),            
                    (D[5]^D[6]), 
                    (D[4]^D[5]), 
                    (D[3]^D[7]^D[4]), 
                    (D[2]^D[7]^D[3]), 
                    (D[1]^D[2]),
                    (D[0]^D[7]^D[1]),
                    (D[7]^D[0]) };           
  assign temp1 = {(C[6]^C[5]^C[4]),              
                  (C[3]^C[4]^C[5]^C[7]),
                  (C[2]^C[3]^C[4]^C[6]),
                  (C[1]^C[2]^C[3]^C[5]),
                  (C[0]^C[1]^C[2]^C[5]^C[6]),
                  (C[0]^C[1]^C[6]),
                  (C[0]^C[5]),
                  (C[5]^C[6]^C[7]) };           
  assign temp2 = {(D[4]^D[6]^D[7]),                  
                  (D[3]^D[5]^D[6]^D[7]),
                  (D[2]^D[4]^D[5]^D[6]^D[7]),
                  (D[1]^D[3]^D[4]^D[5]^D[6]^D[7]),
                  (D[0]^D[2]^D[3]^D[5]),
                  (D[1]^D[2]^D[6]^D[7]),
                  (D[0]^D[1]^D[5]^D[6]^D[7]),
                  (D[0]^D[5]^D[7]) };                
  assign temp3 = {(A[4]^A[5]^A[7]),                   
                  (A[3]^A[4]^A[6]^A[7]),
                  (A[2]^A[3]^A[5]^A[6]),
                  (A[1]^A[2]^A[4]^A[5]^A[7]),
                  (A[0]^A[1]^A[3]^A[5]^A[6]^A[7]),
                  (A[0]^A[2]^A[6]),
                  (A[1]^A[5]^A[7]),
                  (A[0]^A[5]^A[6]) };                 
  assign temp4 = {(B[4]^B[7]),                           
                  (B[3]^B[6]^B[7]),
                  (B[2]^B[5]^B[6]^B[7]),
                  (B[1]^B[4]^B[5]^B[6]),
                  (B[0]^B[3]^B[5]^B[7]),
                  (B[2]^B[6]^B[7]),
                  (B[1]^B[5]^B[6]),
                  (B[0]^B[5]) };                    
  assign R = control?(A^temp_P2^temp_P1^B):(temp1^temp2^temp3^temp4); 
endmodule
module column_4(input logic [7:0]A,B,C,D, input logic control, output logic [7:0]S);
  logic [7:0]temp_P1,temp_P2,temp1,temp2,temp3,temp4;
  assign temp_P1 = {D[6],D[5],D[4],(D[3]^D[7]),(D[2]^D[7]),D[1],(D[0]^D[7]),D[7]};  
  assign temp_P2 = {(A[6]^A[7]),            
                    (A[5]^A[6]), 
                    (A[4]^A[5]), 
                    (A[3]^A[7]^A[4]), 
                    (A[2]^A[7]^A[3]), 
                    (A[1]^A[2]),
                    (A[0]^A[7]^A[1]),
                    (A[7]^A[0]) };           
  assign temp1 = {(D[6]^D[5]^D[4]),       
                  (D[3]^D[4]^D[5]^D[7]),
                  (D[2]^D[3]^D[4]^D[6]),
                  (D[1]^D[2]^D[3]^D[5]),
                  (D[0]^D[1]^D[2]^D[5]^D[6]),
                  (D[0]^D[1]^D[6]),
                  (D[0]^D[5]),
                  (D[5]^D[6]^D[7]) };         
  assign temp2 = {(A[4]^A[6]^A[7]),                  
                  (A[3]^A[5]^A[6]^A[7]),
                  (A[2]^A[4]^A[5]^A[6]^A[7]),
                  (A[1]^A[3]^A[4]^A[5]^A[6]^A[7]),
                  (A[0]^A[2]^A[3]^A[5]),
                  (A[1]^A[2]^A[6]^A[7]),
                  (A[0]^A[1]^A[5]^A[6]^A[7]),
                  (A[0]^A[5]^A[7]) };                
  assign temp3 = {(B[4]^B[5]^B[7]),                   
                  (B[3]^B[4]^B[6]^B[7]),
                  (B[2]^B[3]^B[5]^B[6]),
                  (B[1]^B[2]^B[4]^B[5]^B[7]),
                  (B[0]^B[1]^B[3]^B[5]^B[6]^B[7]),
                  (B[0]^B[2]^B[6]),
                  (B[1]^B[5]^B[7]),
                  (B[0]^B[5]^B[6]) };                 
  assign temp4 = {(C[4]^C[7]),                           
                  (C[3]^C[6]^C[7]),
                  (C[2]^C[5]^C[6]^C[7]),
                  (C[1]^C[4]^C[5]^C[6]),
                  (C[0]^C[3]^C[5]^C[7]),
                  (C[2]^C[6]^C[7]),
                  (C[1]^C[5]^C[6]),
                  (C[0]^C[5]) };                
  assign S = control?(B^temp_P2^temp_P1^C):(temp1^temp2^temp3^temp4); 
endmodule
==> flow/run.sh <==
#!/bin/bash
# OpenROAD 26Q1-2900-gdf79404cd8, Yosys 0.63+post, stock flow scripts
make -C /OpenROAD-flow-scripts/flow DESIGN_CONFIG=/design/flow/config.mk WORK_HOME=/design/flow/orfs finish
==> flow/config.mk <==
export PLATFORM = sky130hd
export DESIGN_NAME = sequential_mix_invmix
export DESIGN_NICKNAME = sequential_mix_invmix
export VERILOG_FILES = /design/flow/design.v
export SDC_FILE = /design/flow/constraint.sdc
export NUM_CORES = 4
export LEC_CHECK = 1
export CORE_UTILIZATION = 40
==> flow/constraint.sdc <==
current_design sequential_mix_invmix

set clk_period 2.7
set clk_io_pct 0.2

create_clock -name clk0 -period $clk_period [get_ports {clk}]

set non_clock_inputs [all_inputs -no_clocks]
set_input_delay [expr $clk_period * $clk_io_pct] -clock clk0 $non_clock_inputs
set_output_delay [expr $clk_period * $clk_io_pct] -clock clk0 [all_outputs]
==> out/qor.csv <==
metric,value,unit
run_status,"complete, no violations",
timing.critical_path.mode_cell,sky130_fd_sc_hd__xnor3_1,
synth.cell_area,4628,um^2
final.hold.worst_slack,0.2060,ns
remaining_antenna_violation_count,0,
first_pass_iters,4,
clk_pin_slew,0.06,ns
routability_cong,0.8736,
critical_path.cell_chain,"xnor3_4, xnor2_1, xnor3_1, xnor3_1, o21ai_0",
yosys.area.top_type_share,35.14,%
count_of_tool_warnings,25,
powerDensity,760.9,nW/um^2
grt_total_ovfl,0,
lay_top_count,sky130_fd_sc_hd__xnor2_1,
critPathArrivalTime,2.70,ns
max_freq,409.6,MHz
timing.critical_path.slowest_cell_delay,0.73,ns
endpoint_kind,flip-flop,
timing.critical_path.max_delay_family,XOR/XNOR gates,
tritoncts_num_sinks,65,
timing.hold.worst.class,in2async,
clock-skew-final,0.01072,ns
post_synth_inst_count,363,
rows,38,
cts_root_buf,sky130_fd_sc_hd__clkbuf_16,
synthesis_to_finish_area_growth,22.93,%
syn-mean-instance-area,12.75,um^2
static-leakage-power,2.460,nW
drv.max_cap_violation_count,0,
antenna-diode-count,0,
grt_antenna_before_repair,0,
startpoint_type,flip-flop,
final-max-slew-violation-count,0,
share_of_the_yosys_chip_area_belonging_to_registers,35.14,%
portBuffers,66,
num-fill-cells,958,
synth_area_leader_cell,sky130_fd_sc_hd__dfrtp_1,
setup.worst_path.class,reg2reg,
netlist_top_cells_area,"sky130_fd_sc_hd__dfrtp_1 (35%), sky130_fd_sc_hd__xnor2_1 (25%), sky130_fd_sc_hd__xnor3_1 (14%)",
final_cell_mix,"sky130_fd_sc_hd__xnor2_1 (131), sky130_fd_sc_hd__dfrtp_1 (65), sky130_fd_sc_hd__clkdlybuf4s50_1 (65), sky130_fd_sc_hd__xor2_1 (44), sky130_fd_sc_hd__xnor3_1 (28)",
wl,9924,um
drt_drc_violations_left,0,
dpl.hpwl,7492,um
grt_start_max_net_pins,43,
ys_cells,363,
chip_area,12000,um^2
cts_made_buffers,9,
post_cts.repair.setup_buffers,0,
drt_iter0_drc,125,
grt.total_usage,18.93,%
yosysUniqueCellTypes,24,
min_period,2.441,ns
critical_path.max_fanout,8,
clk_latency,0.34,ns
vias,2546,
pin_count,67,
h-tree-depth,3,
totalPowerFinal,0.004329,W
layout_worst_path_cycle_share,90.42,%
timing_hold_violations_final,0,
grt_first_pass_wirelength,15530,um
floorplan.core_area,11080,um^2
tritoncts,done,
cts_resized,0,
required,2.96,ns
vert_die_dim,109.6,um
initial_utilization,41.78,%
synth_flop_count,65,
grt_setup_unrepaired,false,
totalNegativeSetupSlack,0,ns
cts-root-to-sink-buffers,2,
crit_path_top_delay_cell,sky130_fd_sc_hd__dfrtp_1,
cts_hold_buf,0,
critical_path.n_buffers_inverters,0,
ir_worst_vdd,0.4372,mV
yosysWarnings,1,
max_slew.worst_pin.slew,0.7864,ns
final_layout_size_suffix_gt1_share,10.51,%
setup_viol,0,
routed_wire_length_per_instance,17.47,um
slew_headroom,47.40,%
first_global_vias,2708,
via_to_cell_ratio,4.482,
yosysChipArea,4628,um^2
die_width,109.6,um
## final timing paths
kind	start	endpoint	slack [ns]	depth (start not counted)
worst max-delay path	Bin[5]	R[4]	0.26	5
worst min-delay path	reset	R[4]	0.21	1
worst max register to register	Bin[5]	R[4]	0.26	5
worst min register to register	controlin	Q[2]	0.61	2
max in group asynchronous	reset	Cin[2]	1.75	2
min in group clk0	controlin	Q[2]	0.61	2
## cells in the mapped netlist, drive strengths merged
cell and n:
o21ai 13, a21oi 2, xor2 45, mux2i 5
clkbuf 9, buf 22, dfrtp 65, o21a 1
nand3b 1, xnor2 139, xnor3 31, nand2 14
nor2 9, xor3 7
## cell families after synthesis
group | share of synthesized area [%]
and+or+nand+nor | 2.028
AOI/OAI and AO/OA | 1.947
xor gates and xnor gates | 56.15
muxes | 1.081
buffers and inverters | 3.650
DFF | 35.14
## power breakdown
part           internal, W  switching [W]  total [W]
clock             0.000717       0.000404    0.00112
sequential         0.00122       0.000138    0.00136
combinational      0.00122       0.000623    0.00185
total              0.00316        0.00117    0.00433
## metrics by stage
step           std cells  setup slack, ns  instance area (um^2)  utilization [%]
6_report             568           0.2587                  5689            51.36
5_1_grt              568           0.1475                  5689            51.36
4_1_cts              568           0.2581                  5689            51.36
3_5_place_dp         552           0.2955                  5395            48.70
3_3_place_gp         552           0.3204                  5395            48.70
2_1_floorplan        363           0.7067                  4628                -
## area by class of cell
type | count | area (um^2) | area share (%)
Clock buffer | 14 | 284.0 | 4.992
Sequential cell | 65 | 1627 | 28.59
Timing Repair Buffer | 80 | 760.7 | 13.37
Multi-Input combinational cell | 267 | 2833 | 49.79
Tap cell | 140 | 175.2 | 3.079
Clock inverter | 2 | 10.01 | 0.1759
## state kept, by name, indices dropped and copies added (netlist names)
signal     flops
Ain            8
S              8
Cin            8
Bin            8
R              8
controlin      1
Q              8
P              8
Din            8
## metal layers
metal,global-route usage [%],vias to the layer above,part of all wire (%)
met2,28.53,57,46
li1,-,1250,-
met3,4.411,11,4.8
met1,30.07,1228,48
met4,2.000,0,1.3
met5,0,-,0
Power figures rest on the tool's default switching activity, not on a simulated workload.
